<file path="./design.v">
module alu (a, b, ctrl, y, zero);
  input [31:0] a, b;
  input [2:0] ctrl;
  output [31:0] y;
  output zero;
  assign y =  (ctrl == 3'b000) ? (a & b) :
              (ctrl == 3'b001) ? (a | b) : 
              (ctrl == 3'b010) ? (a + b) :
              (ctrl == 3'b110) ? (a - b) : ((a<b) ? 32'd1: 32'd0);
  assign zero = (y == 32'd0) ? 1'b1 : 1'b0;
endmodule
module alu_controller (alu_op, func, operation);
  input [1:0] alu_op;
  input [5:0] func;
  output [2:0] operation;
  reg [2:0] operation;
  always @(alu_op, func)
  begin
    operation = 3'b000;
    if (alu_op == 2'b00)         
      operation = 3'b010;
    else if (alu_op == 2'b01)    
      operation = 3'b110;
    else if (alu_op == 2'b11)    
      operation = 3'b111;
    else
      begin
        case (func)
          6'b100000: operation = 3'b010;   
          6'b100011: operation = 3'b110;   
          6'b100100: operation = 3'b000;   
          6'b100101: operation = 3'b001;   
          6'b101010: operation = 3'b111;   
          default:   operation = 3'b000;
        endcase
      end
  end
endmodule
module controller ( clk, rst, opcode, func, zero, reg_dst, mem_to_reg, reg_write, 
                    alu_srcA, alu_srcB, mem_read, mem_write, pc_src, operation,
		    reg_dst2, data_write, IorD, ir_write, pc_load
                  );
    input [5:0] opcode;
    input [5:0] func;
    input clk, rst, zero;
    output  reg_dst, mem_to_reg, reg_write, alu_srcA, 
            mem_read, mem_write, reg_dst2,
            data_write, IorD, ir_write, pc_load;
    reg     reg_dst, mem_to_reg, reg_write, 
            alu_srcA, mem_read, mem_write,
	    reg_dst2, data_write, IorD, ir_write; 
    output [1:0] pc_src;
    reg [1:0] pc_src;
    output [1:0] alu_srcB;
    reg [1:0] alu_srcB;
    output [2:0] operation;
    reg [1:0] alu_op;    
    reg pc_write, pc_write_cond; 
    reg [3:0] ps, ns;
    alu_controller ALU_CTRL(alu_op, func, operation);
    always @(posedge clk, posedge rst) begin
    	if(rst) ps <= 4'b0000;
    	else ps <= ns;
    end
    always @(ps, opcode) begin
	case(ps)
		4'b0000 : ns = 4'b0001;
		4'b0001 : begin
		     case(opcode)
			6'b000000 : ns = 4'b0100;    
			6'b100011 : ns = 4'b0110;     
			6'b101011 : ns = 4'b0110;     
			6'b000100 : ns = 4'b0011;    
			6'b001001 : ns = 4'b1011;     
			6'b001010 : ns = 4'b1101;     
			6'b000010 : ns = 4'b0010;      
			6'b000011 : ns = 4'b1010;    
			6'b000110 : ns = 4'b1110;     
		     endcase
		 end
		4'b0010 : ns = 4'b0000;
		4'b0011 : ns = 4'b0000;
		4'b0100 : ns = 4'b0101;
		4'b0101 : ns = 4'b0000;
		4'b0110 : begin
		     case(opcode)
			6'b101011 : ns = 4'b0111;   
			6'b100011 : ns = 4'b1000;   
		     endcase
		end
		4'b0111 : ns = 4'b0000;
		4'b1000 : ns = 4'b1001;
		4'b1001 : ns = 4'b0000;
		4'b1010 : ns = 4'b0000;
		4'b1011 : ns = 4'b1100;
		4'b1101 : ns = 4'b1100;
		4'b1100 : ns = 4'b0000;
		4'b1110 : ns = 4'b0000;
		default : ns = 4'b0000;
	endcase
    end
    always @(ps) begin
	{IorD, mem_read, mem_write, ir_write, reg_dst, mem_to_reg, reg_write,
	 alu_srcA, alu_srcB, alu_op, pc_write, pc_write_cond, reg_dst2, 
         data_write, pc_src} = 18'd0;
	case(ps)
		4'b0000 : {mem_read, ir_write, pc_write, alu_srcB} = 5'b11101;
		4'b0001 : alu_srcB = 2'b11;
		4'b0010 : {pc_write, pc_src} = 3'b101;
		4'b0011 : {alu_srcA , pc_write_cond, alu_op, pc_src} = 6'b110110;
		4'b0100 : {alu_srcA, alu_op} = 3'b110;
		4'b0101 : {reg_dst, reg_write} = 2'b11;
		4'b0110 : {alu_srcA, alu_srcB} = 3'b110;
		4'b0111 : {IorD, mem_write} = 2'b11;
		4'b1000 : {IorD, mem_read} = 2'b11;
		4'b1001 : {mem_to_reg, reg_write} = 2'b11;
		4'b1010 : {reg_write, pc_write, reg_dst2, data_write, pc_src} = 6'b111101;
		4'b1011 : {alu_srcA, alu_srcB} = 3'b110;
		4'b1100 : reg_write = 1'b1;
		4'b1101 : {alu_srcA, alu_srcB, alu_op} = 5'b11011;
		4'b1110 : {alu_srcA, pc_write, pc_src} = 4'b11;
	endcase
    end
    assign pc_load = pc_write | ( pc_write_cond & zero);
endmodule
module datapath ( clk, rst, mem_adr, mem_in, mem_out, IorD, ir_write, inst,
                  reg_dst, mem_to_reg, alu_srcA, alu_srcB, pc_src, alu_ctrl, reg_write,
                  zero, reg_dst2, data_write, pc_load 
                 );
  input  clk, rst;
  output [31:0] mem_adr;
  output [31:0] mem_in;
  input  [31:0] mem_out;
  output [31:0] inst;
  input  IorD, ir_write, reg_dst, mem_to_reg, alu_srcA, reg_write, reg_dst2, data_write, pc_load;
  input  [1:0] alu_srcB;
  input  [2:0] alu_ctrl;
  input  [1:0] pc_src;
  output zero;
  wire [31:0] pc_out;
  wire [31:0] adder1_out;
  wire [31:0] read_data1, read_data2;
  wire [31:0] sgn_ext_out;
  wire [31:0] mux1_out;
  wire [4:0] mux2_out;
  wire [31:0] alu_out;
  wire [31:0] adder2_out;
  wire [31:0] shl2_out;
  wire [31:0] mux3_out;
  wire [4:0] mux4_out;
  wire [31:0] mux5_out;
  wire [31:0] mux6_out;
  wire [31:0] mux7_out;
  wire [31:0] mux8_out;
  wire [31:0] shl2_2_out;
  wire [31:0] mdr_out;
  wire [31:0] regA_out;
  wire [31:0] regB_out;
  wire [31:0] aluReg_out;  
  reg_32b PC(mux8_out, rst, pc_load, clk, pc_out);
  mux2to1_32b MUX_1(pc_out, aluReg_out, IorD, mux1_out);
  reg_32b IR(mem_out, rst, ir_write, clk, inst);
  reg_32b MDR(mem_out, rst, 1'b1, clk, mdr_out);
  mux2to1_5b MUX_2(inst[20:16], inst[15:11], reg_dst, mux2_out);
  mux2to1_32b MUX_3(aluReg_out, mdr_out, mem_to_reg, mux3_out);
  mux2to1_5b MUX_4(mux2_out, 5'd31, reg_dst2, mux4_out);
  mux2to1_32b MUX_5(mux3_out, pc_out, data_write, mux5_out);
  reg_file  RF(mux5_out, inst[25:21], inst[20:16], mux4_out, reg_write, rst, clk, read_data1, read_data2);
  sign_ext SGN_EXT(inst[15:0], sgn_ext_out);
  reg_32b regA(read_data1, rst, 1'b1, clk, regA_out);
  reg_32b regB(read_data2, rst, 1'b1, clk, regB_out);
  shl2 SHL2(sgn_ext_out, shl2_out);
  mux2to1_32b MUX_6(pc_out, regA_out, alu_srcA, mux6_out);
  mux4to1_32b MUX_7(regB_out, 32'd4, sgn_ext_out, shl2_out, alu_srcB, mux7_out);
  alu ALU(mux6_out, mux7_out, alu_ctrl, alu_out, zero);
  reg_32b ALUOUT(alu_out, rst, 1'b1, clk, aluReg_out);
  mux4to1_32b MUX_8(alu_out, shl2_2_out, aluReg_out, mux6_out, pc_src, mux8_out);
  assign mem_adr = mux1_out;
  assign mem_in = regB_out;
  assign shl2_2_out = {pc_out[31:28], inst[25:0], 2'b00};
endmodule
module mips_multi_cycle (rst, clk, mem_adr, mem_in, mem_out, inst, mem_read, mem_write);
  input rst, clk;
  output [31:0] mem_adr;
  output  [31:0] mem_in;
  input [31:0] mem_out;
  output [31:0] inst;
  output mem_read, mem_write;
  wire IorD, ir_write, reg_dst, mem_to_reg, alu_srcA, 
       reg_write, zero, reg_dst2, data_write, pc_load;
  wire [1:0] alu_srcB;
  wire [1:0] pc_src;
  wire [2:0] alu_ctrl;
  datapath DP(  clk, rst, mem_adr, mem_in, mem_out, IorD, ir_write, inst, 
                reg_dst, mem_to_reg, alu_srcA, alu_srcB, pc_src, alu_ctrl, reg_write,
                zero, reg_dst2, data_write, pc_load
            );
  controller CU(  clk, rst, inst[31:26], inst[5:0], zero, reg_dst, mem_to_reg, reg_write, 
                  alu_srcA, alu_srcB, mem_read, mem_write, pc_src, alu_ctrl, reg_dst2,
                  data_write, IorD, ir_write, pc_load
                );
endmodule
module mux2to1_32b (i0, i1, sel, y);
  input [31:0] i0, i1;
  input sel;
  output [31:0] y;
  assign y = (sel==1'b1) ? i1 : i0;
endmodule
module mux2to1_5b (i0, i1, sel, y);
  input [4:0] i0, i1;
  input sel;
  output [4:0] y;
  assign y = (sel==1'b1) ? i1 : i0;
endmodule
module mux4to1_32b (i0, i1, i2, i3, sel, y);
  input [31:0] i0, i1, i2, i3;
  input [1:0] sel;
  output [31:0] y;
  assign y = (sel == 2'b00) ? i0 : 
	     (sel == 2'b01) ? i1 :
	     (sel == 2'b10) ? i2 :
	     (sel == 2'b11) ? i3 : i0;
endmodule
module reg_32b (d_in, sclr, ld, clk, d_out);
  input [31:0] d_in;
  input sclr, ld, clk;
  output [31:0] d_out;
  reg [31:0] d_out;
  always @(posedge clk)
  begin
    if (sclr==1'b1)
      d_out = 32'd0;
    else if (ld)
      d_out = d_in;
  end
endmodule
module reg_file (wr_data, rd_reg1, rd_reg2, wr_reg, reg_write, rst, clk, rd_data1, rd_data2);
  input [31:0] wr_data;
  input [4:0] rd_reg1, rd_reg2, wr_reg;
  input reg_write, rst, clk;
  output [31:0] rd_data1, rd_data2;
  reg [31:0] register_file [0:31];
  integer i;
  assign rd_data1 = (rd_reg1 == 5'b0) ? 32'd0 : register_file[rd_reg1];
  assign rd_data2 = (rd_reg2 == 5'b0) ? 32'd0 : register_file[rd_reg2];
  always @(posedge clk)
    if (rst == 1'b1)
      for (i=0; i<32 ; i=i+1 )
        register_file[i] <= 32'd0;
    else if (reg_write == 1'b1)
      if(wr_reg != 5'd0)
        register_file[wr_reg] <= wr_data;
endmodule
module shl2 (d_in, d_out);
  input [31:0] d_in;
  output [31:0] d_out;
  assign d_out = d_in << 2;
endmodule
module sign_ext (d_in, d_out);
  input [15:0] d_in;
  output [31:0] d_out;
  assign d_out = {{16{d_in[15]}}, d_in};
endmodule
</file>
<file path="./run.sh">
#!/bin/bash
# OpenROAD 26Q1-2900-gdf79404cd8, Yosys 0.63+post, stock flow scripts
make -C /OpenROAD-flow-scripts/flow DESIGN_CONFIG=/design/flow/config.mk WORK_HOME=/design/flow/orfs finish
</file>
<file path="./config.mk">
export PLATFORM = sky130hd
export DESIGN_NAME = mips_multi_cycle
export DESIGN_NICKNAME = mips_multi_cycle
export VERILOG_FILES = /design/flow/design.v
export SDC_FILE = /design/flow/constraint.sdc
export NUM_CORES = 4
export LEC_CHECK = 1
export CORE_UTILIZATION = 30
</file>
<file path="./constraint.sdc">
current_design mips_multi_cycle

set clk_period 18.9
set clk_io_pct 0.2

create_clock -name clk0 -period $clk_period [get_ports {clk}]

set non_clock_inputs [all_inputs -no_clocks]
set_input_delay [expr $clk_period * $clk_io_pct] -clock clk0 $non_clock_inputs
set_output_delay [expr $clk_period * $clk_io_pct] -clock clk0 [all_outputs]
</file>
==> flow_summary.yaml <==
# generated from flow reports
final_timing:
  tns_ns: 0
  fin_crit_ns: 8.028
  relSlewSlack_pct: 24.94
  rsz0062_at_grt: "no"
  unclocked_regs: 4
  slew_violations: 0
  skew_ns: 0.04890
  tightestPinTransition_ns: 1.111
  hold_viol_final: 0
  untimed_endpoints: 8
  setup_viol: 0
  clock.fmax_ghz: 0.1246
  period_used_pct: 42.48
clock_network:
  clkLatencyLatePin_ns: 0.80
  cts_root_buffer: "clkbuf_16"
  cts_buffers: 135
  tritoncts: "done"
  cts_resized: 0
  cts_buffer_depth: 3
  path_clk_slew_ns: 0.06
  htree_levels: 4
  postCtsSetupBuffers: 0
  postCtsHoldBufs: 0
floorplanning:
  io_pins: 132
  chipArea_um2: 221200
  rows: 171
  die_y_um: 470.3
  core_util_floorplan_pct: 30.24
  coreArea_um2: 217600
  die_w_um: 470.3
logic_synthesis:
  ys_cells: 5370
  edf_count: 1024
  synthArstFlopShare_pct: 0.3268
  ys_sh_simple_pct: 11.13
  syn_area_um2: 65800
  top_cells_by_area: "edfxtp_1 47%, mux4_2 16%, nor2_1 6.9%"
  synth-main-ff-cell: "edfxtp_1"
  mux_share_pct: 22.35
  ys_ff: 1224
  synthCells: 5370
  yosysWarnings: 4
  synth.cellmix.compoundShare_pct: 7.907
  logic_family: "multiplexers"
  synthXorXnorAreaFrac_pct: 0.2396
  top_area_share_pct: 46.73
  syn_avg_cell_area_um2: 12.25
  yosysTopAreaCell: "edfxtp_1"
  synth_chip_area_um2: 65800
  adder_share_pct: 1.981
  synth_cell_type_count: 90
placed_design:
  port_buffers: 131
  gp_congestion: 0.9992
  dpl_cell_area_um2: 70980
  dp_hpwl_mm: 165.7
cells_and_area:
  syn_to_final_growth_pct: 14.38
  seq_area_um2: 34790
  drive_above_1_share_pct: 20.55
  layout_top_cell: "nor2_1"
  logic_area_um2: 29320
  num-fill-cells: 20512
  lay_top_cells: "1216 x nor2_1, 1024 x edfxtp_1, 476 x mux4_2"
  fin_area_um2: 75260
global_routing:
  grt_max_degree: 83
  grt_overflow: 0
  grt_pass1_wl_mm: 362.1
  grt_pass1_vias: 50143
  antenna_found_initial: 13
  track_usage_pct: 24.37
worst_setup_path:
  cp.required_ns: 19.54
  arrival_ns: 8.67
  start_kind: "register"
  critPathKind: "register to register"
  cp-end-kind: "register"
  path_max_fanout: 29
job:
  tool_warnings: 94
  drv_cap: 0
pwr:
  finalPower_mw: 6.294
  ir_drop_uv: 102.7
  p_leak_nw: 24.86
  power_density_nw_per_um2: 83.63
hold_path:
  min_path_type: "register to register"
detailed_routing:
  drcViolationCount: 0
  drt-total-wl_mm: 256.5
  drtIter0Drc: 3943
  dr.pass1.iters: 6
  wl_per_cell_um: 30.80
  viasPerCell: 5.726
  ant_nets: 0
  route.vias.total: 47685
status:
  status: "finished clean"
-- power breakdown --
group	total [mW]	switching, mW	internal (mW)
registers	3.08	0.0778	3.01
clock network	2.56	1.12	1.44
logic	0.651	0.416	0.235
total	6.29	1.62	4.68
-- cell type report --
type	count	share of cell area [%]
clock inverter	64	0.7132
multi-input combinational	3556	38.95
clock buffer	181	4.953
inverter	102	0.5104
sequential	1224	46.23
timing repair buffer	342	3.882
tap	2854	4.745
antenna	5	0.01663
-- sequential cells by signal (all words and copies together), names as in the netlist --
name                 cells
DP.RF.register_file   1024
DP.ALUOUT.d_out         32
DP.IR.d_out             32
DP.MDR.d_out            32
DP.PC.d_out             32
DP.regA.d_out           32
DP.regB.d_out           32
CU.ns                    4
CU.ps                    4
-- cells in the mapped netlist, types with 11 or more instances --
cell	instances
a211o_1	21
a211oi_1	51
a21o_1	32
a21oi_1	208
a221oi_1	58
a31oi_1	17
and2_1	16
buf_1	65
clkbuf_1	448
dfxtp_1	192
edfxtp_1	1024
ha_1	101
inv_1	101
mux2_2	108
mux2i_1	274
mux4_2	476
nand2_1	281
nand2b_1	28
nand3_1	34
nand4_1	12
nor2_1	1218
nor2b_1	53
nor3_1	50
nor4_1	12
o211ai_1	49
o21ai_0	103
o221ai_1	50
o22ai_1	73
o31ai_1	12
or3_1	11
xnor2_1	13
-- per-stage QoR --
stage	hold WS [ns]	utilization, %	cells	setup WS (ns)
after global placement	0.5032	32.62	8078	10.99
after floorplan	0.4543	-	5401	12.35
after global routing	0.5614	34.58	8323	10.50
after detailed placement	0.5173	32.62	8078	11.11
final	0.5248	34.59	8328	10.87
after CTS	0.5258	34.58	8323	11.01
-- logic make-up (layout without fill, tap and decap cells) --
kind of cell    after synthesis  count (layout)
compound gates              772             772
xor+xnor                     18              18
fa+ha+maj                   103             103
buf+inv                     621             689
flops                      1220            1220
latches                       4               4
mux                         860             860
other cells                   1              37
simple gates               1771            1771
-- worst max-delay path: stages, from the launching register on --
cell,delay (ns)
dfrtp_1,0.41
inv_1,0.09
ha_1,0.60
mux2i_1,0.21
o21ai_0,0.36
buf_4,0.22
nor2_2,0.04
buf_4,0.25
nand2_1,0.10
o21ai_0,0.13
ha_1,0.61
inv_1,0.15
a2111oi_0,0.58
a211oi_1,0.20
buf_4,0.21
o41ai_1,0.86
o221ai_1,0.24
a21oi_1,0.28
nand2_1,0.08
or4_1,0.44
or4_4,0.59
nor4_4,0.26
buf_4,0.27
nor2_2,0.05
buf_4,0.26
mux2_4,0.34
-- metal layers --
metal | GRT usage (%) | wire, µm
met5 | 3.331 | 925
met4 | 11.69 | 15570
met3 | 17.86 | 44720
met2 | 34.72 | 111400
met1 | 26.85 | 83880
-- worst paths after layout --
| kind | slack [ns] | depth (start not counted) | to | start |
|---|---|---|---|---|
| worst max register to register | 10.87 | 25 | DP.PC.d_out[22]$_SDFFE_PP0P_ | CU.ps[0]$_DFF_PP0_ |
| worst min register to register | 0.52 | 2 | DP.PC.d_out[20]$_SDFFE_PP0P_ | DP.PC.d_out[20]$_SDFFE_PP0P_ |
| worst min-delay path | 0.52 | 2 | DP.PC.d_out[20]$_SDFFE_PP0P_ | DP.PC.d_out[20]$_SDFFE_PP0P_ |
| max in group asynchronous | 14.91 | 3 | CU.ps[2]$_DFF_PP0_ | rst |
| min in group asynchronous | 3.73 | 3 | CU.ps[3]$_DFF_PP0_ | rst |
| worst max-delay path | 10.87 | 25 | DP.PC.d_out[22]$_SDFFE_PP0P_ | CU.ps[0]$_DFF_PP0_ |
Power and IR drop assume default switching activity.
